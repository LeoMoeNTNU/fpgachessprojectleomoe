==> flow/design.v <==
module counter #(parameter WIDTH=4)(
    input clk,
    input rst,
    input enable,
    output reg[WIDTH-1:0] count
);
    always @(posedge clk or posedge rst) begin
        if(rst)
            count <=0;
            else if( enable)
                count <=count +1;
    end
endmodule
==> flow/run.sh <==
#!/bin/bash
# OpenROAD 26Q1-2900-gdf79404cd8, Yosys 0.63+post, stock flow scripts
make -C /OpenROAD-flow-scripts/flow DESIGN_CONFIG=/design/flow/config.mk WORK_HOME=/design/flow/orfs finish
==> flow/config.mk <==
export PLATFORM = sky130hd
export DESIGN_NAME = counter
export DESIGN_NICKNAME = counter
export VERILOG_FILES = /design/flow/design.v
export SDC_FILE = /design/flow/constraint.sdc
export NUM_CORES = 4
export LEC_CHECK = 1
export CORE_AREA = 10 10 70 70
export DIE_AREA = 0 0 80 80
==> flow/constraint.sdc <==
current_design counter

set clk_period 1.5
set clk_io_pct 0.2

create_clock -name clk0 -period $clk_period [get_ports {clk}]

set non_clock_inputs [all_inputs -no_clocks]
set_input_delay [expr $clk_period * $clk_io_pct] -clock clk0 $non_clock_inputs
set_output_delay [expr $clk_period * $clk_io_pct] -clock clk0 [all_outputs]
==> flow_metrics.env <==
# implementation run metrics
export IMPL_clk_latency_ns=0.24
export IMPL_warnings=25
export IMPL_reg2regPathDepth=2
export IMPL_max_stage_delay_ns=0.54
export IMPL_dr_total_vias=123
export IMPL_first_pass_iters=2
export IMPL_grtUsageMet2=0.0136
export IMPL_port_buffers=6
export IMPL_path_cells="clkdlybuf4s50_1"
export IMPL_startpoint_type="flip-flop"
export IMPL_drtIter0Drc=3
export IMPL_chipArea_um2=6400
export IMPL_finalWirelength_um=443
export IMPL_crit_start="count[2]"
export IMPL_synth_seq_share=0.611
export IMPL_antenna_found_initial=0
export IMPL_grt_usage=0.0153
export IMPL_final_hold_violation_count=0
export IMPL_post_cts_setup_buffers=0
export IMPL_die_h_um=80
export IMPL_worst_setup_path_type="reg2out"
export IMPL_worst_slew_pin_slew_ns=0.175
export IMPL_floorplan_core_util=0.0480
export IMPL_slowest_stage="clkdlybuf4s50_1"
export IMPL_largest_register="count"
export IMPL_final_common_cell="clkdlybuf4s50_1"
export IMPL_outcome="completed"
export IMPL_coreArea_um2=3420
export IMPL_drc_errors=0
export IMPL_setup_ws_ns=0.0426
export IMPL_place_ws_ns=0.163
export IMPL_grtUsageMet3=0.0114
export IMPL_path_max_fanout=3
export IMPL_drive_above_1_share=0.190
export IMPL_slew_violations=0
export IMPL_layout_top_cells="clkdlybuf4s50_1 (6), dfrtp_1 (4), clkbuf_4 (3), xnor2_1 (2)"
export IMPL_ys_cells=12
export IMPL_crit_buf_inv=1
export IMPL_gp_congestion=0.641
export IMPL_cp_arrival_ns=1.16
export IMPL_clkSinkCount=4
export IMPL_place_inst=64
export IMPL_total_power_mw=0.563
export IMPL_r2r_end="count[1]"
export IMPL_drv_cap=0
export IMPL_clk_pin_slew_worst_paths_ns=0.04
export IMPL_synth_warnings=1
export IMPL_via_per_inst=1.84
export IMPL_ctsRootBufferMaster="clkbuf_4"
export IMPL_drtAntennaViolNets=0
export IMPL_yosysTopAreaCellShare=0.611
export IMPL_use_met1=0.0240
export IMPL_cts_resized=0
export IMPL_fin_skew_ns=0.00645
export IMPL_rsz0062_at_grt="no"
export IMPL_crit_path_end_kind="output pin"
export IMPL_rows=21
export IMPL_fin_tns_setup_ns=0
export IMPL_cts_tree="done"
export IMPL_top_regs="count: 4 flops"
export IMPL_wire_per_inst_um=6.61
export IMPL_min_period_ns=1.46
export IMPL_reg2reg_slack_ns=0.41
export IMPL_p_per_area_nw_per_um2=1850
export IMPL_grt_busiest_layer="met1"
export IMPL_timing_rr_start="count[0]"
export IMPL_fp_dieW_um=80
export IMPL_diodes=0
export IMPL_yosys_stat_area_um2=164
export IMPL_synthDominantAreaCellType="dfrtp_1"
export IMPL_yosysUniqueCellTypes=8
export IMPL_avgSynthCellArea_um2=13.7
export IMPL_min_path_type="in2async"
export IMPL_cts_hold_buf=0
export IMPL_setup_violations=0
export IMPL_syn_instance_count=12
export IMPL_path_depth=1
export IMPL_netlist_area_um2=164
export IMPL_area_leaders="dfrtp_1 (61%), xnor2_1 (11%), ha_1 (7.6%)"
export IMPL_ys_ff=4
export IMPL_area_growth_syn_to_layout_pct=85.5
export IMPL_fmax_ghz=0.686
export IMPL_grt_pass1_vias=147
export IMPL_io_pins=7
export IMPL_gr_total_overflow=0
export IMPL_numCtsBuffers=3
export IMPL_peakVddDrop_uv=778
export IMPL_relSlewSlack=0.883
export IMPL_cts_buffer_depth=2
export IMPL_grt_pass1_wl_um=717
export IMPL_fin_crit_sh=0.972
export IMPL_crit_family="buffers and inverters"
export IMPL_htreeDepth=1
export IMPL_final_cells=67
export IMPL_p_leak_nw=0.112
export IMPL_required_ns=1.20
export IMPL_largest_register_ffs=4
export IMPL_grt_max_degree=5
export IMPL_crit_end="count[2]"
-- per-stage QoR --
| stage | hold WS (ns) | util | area (µm²) |
|---|---|---|---|
| floorplan | 0.0661 | - | 164 |
| global placement | 0.461 | 0.0824 | 282 |
| detailed placement | 0.475 | 0.0824 | 282 |
| CTS | 0.255 | 0.0890 | 304 |
| global route | 0.276 | 0.0890 | 304 |
| finish | 0.257 | 0.0890 | 304 |
-- per-layer routing --
layer	wire length (µm)	share of wire
met3	24	0.054
met5	0	0
met2	121	0.27
met4	0	0
met1	297	0.67
-- worst reg2reg max path, cell delays in order, from the launching register on --
cell and delay [ns]:
dfrtp_1 0.41, ha_1 0.30, mux2_2 0.26
-- cells in the mapped netlist --
library cell  n
dfrtp_1       4
xnor2_1       2
ha_1          1
inv_1         1
mux2_2        1
nand2_1       1
nand4_1       1
xor2_1        1
-- worst min-delay path by stage --
| stage | startpoint | end | slack, ns | cells after the start |
|---|---|---|---|---|
| 4_1_cts | rst | count[3] | 0.25 | 2 |
| 5_1_grt | rst | count[2] | 0.28 | 2 |
| 6_report | rst | count[3] | 0.26 | 2 |
-- power breakdown --
part / internal [mW] / switching [mW] / total, mW / leakage, nW
Clock: 0.0893 / 0.0419 / 0.131 / 0.0138
Combinational: 0.150 / 0.0568 / 0.207 / 0.0516
Sequential: 0.167 / 0.0585 / 0.225 / 0.0469
Total: 0.406 / 0.157 / 0.563 / 0.112
-- kinds of logic (layout without fill, tap and decap cells) --
group | count (synthesis) | after routing | synth area share
flip-flops | 4 | 4 | 0.611
multiplexers | 1 | 1 | 0.0687
buffers and inverters | 1 | 10 | 0.0229
XOR/XNOR | 3 | 3 | 0.160
adder cells (fa/ha/maj) | 1 | 1 | 0.0763
AND/OR/NAND/NOR | 2 | 2 | 0.0611
-- final cells by class --
class	instances	area (µm²)
Tap cell	46	57.6
Sequential cell	4	100
Timing Repair Buffer	6	60.1
Clock buffer	3	22.5
Fill cell	407	3110
Multi-Input combinational cell	7	60.1
Inverter	1	3.75
Power figures rest on the tool's default switching activity, not on a simulated workload.
